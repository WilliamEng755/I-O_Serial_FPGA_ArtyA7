==> /design/flow/design.v <==
module UART_RX (
    clk,
    rst,
    i_rx_bit,
    o_data_vld,
    o_rx_data
);
  parameter CLK_FREQ = 100_000_000;
  parameter DATA_WIDTH = 8;
  parameter OVERSAMPLING_RATE = 16;
  parameter BAUD_RATE = 9600;
  input clk;
  input rst;
  input i_rx_bit;
  output reg o_data_vld;
  output reg [DATA_WIDTH-1:0] o_rx_data;
  localparam OVS_CNT_TH = CLK_FREQ / BAUD_RATE / OVERSAMPLING_RATE;
  localparam CNT_WIDTH = $clog2(OVS_CNT_TH);
  localparam OVSC_WIDTH = $clog2(OVERSAMPLING_RATE);
  reg [CNT_WIDTH-1:0] oversampling_clk_cnt;
  reg oversampling_pulse;
  reg [2:0] rx_bit_samples;
  reg rx_bit;
  reg [DATA_WIDTH-1:0] rx_data;
  reg [OVSC_WIDTH-1:0] oversample_cnt;
  reg [ $clog2(DATA_WIDTH)-1 : 0 ] rx_bit_cnt;
  reg d_meta, input_bit;
  localparam IDLE = 2'b00;
  localparam START = 2'b01;
  localparam READ_DATA = 2'b10;
  localparam STOP = 2'b11;
  reg [1:0] uart_rx_state;
  always @(posedge clk) begin
    d_meta <= i_rx_bit;
    input_bit <= d_meta;
  end
  always @(posedge clk) begin
    if (rst) begin
      oversampling_clk_cnt <= 0;
      oversampling_pulse <= 0;
    end else if (oversampling_clk_cnt < OVS_CNT_TH - 1) begin
      oversampling_clk_cnt <= oversampling_clk_cnt + 1;
      oversampling_pulse <= 0;
    end else begin
      oversampling_clk_cnt <= 0;
      oversampling_pulse <= 1;
    end
  end
  always @(posedge clk) begin
    if (oversampling_pulse) begin
      rx_bit_samples <= { rx_bit_samples[1:0], input_bit };
      if (rx_bit_samples == 3'b000 ||
          rx_bit_samples == 3'b001 ||
          rx_bit_samples == 3'b010 ||
          rx_bit_samples == 3'b100)
        rx_bit <= 0;
      else
        rx_bit <= 1;
    end
  end
  always @(posedge clk) begin
    if (rst) begin
      uart_rx_state <= IDLE;
      o_data_vld <= 0;
      rx_bit_cnt <= 0;
      oversample_cnt <= 0;
    end else if (oversampling_pulse) begin
      case (uart_rx_state)
        IDLE: begin
          o_data_vld <= 0;
          oversample_cnt <= 0;
          if (input_bit == 0) begin
            uart_rx_state <= START;
            oversample_cnt <= 1;
          end
        end
        START: begin
          if (oversample_cnt == (OVERSAMPLING_RATE/2 + 1)) begin
            oversample_cnt <= 0;
            if (rx_bit == 0)
              uart_rx_state <= READ_DATA;
            else
              uart_rx_state <= IDLE;
          end else begin
            oversample_cnt <= oversample_cnt + 1;
          end
        end
        READ_DATA: begin
          if (oversample_cnt == OVERSAMPLING_RATE - 1) begin
            oversample_cnt <= 0;
            rx_data <= {rx_bit, rx_data[DATA_WIDTH-1:1]};
            if (rx_bit_cnt < DATA_WIDTH-1) begin
              rx_bit_cnt <= rx_bit_cnt + 1;
            end else begin
              uart_rx_state <= STOP;
              rx_bit_cnt <= 0;
            end
          end else begin
            oversample_cnt <= oversample_cnt + 1;
          end
        end
        STOP: begin
          if (oversample_cnt == OVERSAMPLING_RATE - 1) begin
            oversample_cnt <= 0;
            if (rx_bit == 1) begin
              o_data_vld <= 1;
              uart_rx_state <= IDLE;
            end
          end else begin
            oversample_cnt <= oversample_cnt + 1;
          end
        end
      endcase
    end
  end
  always @(posedge clk) begin
    if (o_data_vld) o_rx_data <= rx_data;
  end
endmodule
module UART_TX (
    clk,
    rst,
    i_txdata,
    i_tx_enable,
    o_tx,
    o_busy
);
  parameter BAUD_RATE = 9600;
  parameter DATA_WIDTH = 8;
  parameter CLK_FREQ = 100_000_000;
  input clk;
  input rst;
  input [DATA_WIDTH-1:0] i_txdata;
  input i_tx_enable;
  output reg o_tx;
  output reg o_busy;
  localparam CLKS_PER_BIT = CLK_FREQ / BAUD_RATE;
  localparam CNT_WIDTH = $clog2(CLKS_PER_BIT);
  reg [CNT_WIDTH-1:0] clk_cnt;
  reg tx_pulse;
  reg [DATA_WIDTH-1:0] tx_data;
  reg [ $clog2(DATA_WIDTH)-1 : 0 ] tx_bit_cnt;
  localparam IDLE = 2'b00;
  localparam START = 2'b01;
  localparam SEND_DATA = 2'b10;
  localparam STOP = 2'b11;
  reg [1:0] uart_txstate;
  always @(posedge clk) begin
    if (rst) begin
      clk_cnt <= 0;
      tx_pulse <= 0;
    end else if (clk_cnt < CLKS_PER_BIT - 1) begin
      clk_cnt <= clk_cnt + 1;
      tx_pulse <= 0;
    end else begin
      clk_cnt <= 0;
      tx_pulse <= 1;
    end
  end
  always @(posedge clk) begin
    if (rst) begin
      uart_txstate <= IDLE;
      o_tx <= 1;
      o_busy <= 0;
      tx_bit_cnt <= 0;
    end else begin
      case (uart_txstate)
        IDLE: begin
          o_tx <= 1;
          if (i_tx_enable) begin
            tx_data <= i_txdata;
            o_busy <= 1;
            uart_txstate <= START;
          end else begin
            o_busy <= 0;
          end
        end
        START: begin
          if (tx_pulse) begin
            o_tx <= 0;
            uart_txstate <= SEND_DATA;
            tx_bit_cnt <= 0;
          end
        end
        SEND_DATA: begin
          if (tx_pulse) begin
            o_tx <= tx_data[tx_bit_cnt];
            if (tx_bit_cnt < DATA_WIDTH - 1) begin
              tx_bit_cnt <= tx_bit_cnt + 1;
            end else begin
              uart_txstate <= STOP;
            end
          end
        end
        STOP: begin
          if (tx_pulse) begin
            o_tx <= 1;
            o_busy <= 0;
            uart_txstate <= IDLE;
          end
        end
      endcase
    end
  end
endmodule
module loopback (
    CLK,
    RST_BTN,
    UART_RX,
    SW,
    UART_TX
);
  input CLK;
  input RST_BTN;
  input UART_RX;
  input SW;
  output UART_TX;
  wire [7:0] uart_rx_data;
  wire [7:0] uart_tx_data;
  wire tx_enable;
  wire tx_busy;
  assign uart_tx_data = (SW == 1'b0) ? uart_rx_data : 8'b01000001;
  UART_TX #(
    .BAUD_RATE(9600),
    .DATA_WIDTH(8),
    .CLK_FREQ(100_000_000)
  ) uart_tx1 (
    .clk(CLK),
    .rst(RST_BTN),
    .i_txdata(uart_tx_data),
    .i_tx_enable(tx_enable),
    .o_tx(UART_TX),
    .o_busy(tx_busy)
  );
  UART_RX #(
    .BAUD_RATE(9600),
    .DATA_WIDTH(8),
    .CLK_FREQ(100_000_000),
    .OVERSAMPLING_RATE(16)
  ) uart_rx1 (
    .clk(CLK),
    .rst(RST_BTN),
    .i_rx_bit(UART_RX),
    .o_data_vld(tx_enable),
    .o_rx_data(uart_rx_data)
  );
endmodule
==> /design/flow/constraint.sdc <==
current_design loopback

set clk_period 3.8
set clk_io_pct 0.2

create_clock -name clk0 -period $clk_period [get_ports {CLK}]

set non_clock_inputs [all_inputs -no_clocks]
set_input_delay [expr $clk_period * $clk_io_pct] -clock clk0 $non_clock_inputs
set_output_delay [expr $clk_period * $clk_io_pct] -clock clk0 [all_outputs]
==> /design/flow/config.mk <==
export PLATFORM = sky130hd
export DESIGN_NAME = loopback
export DESIGN_NICKNAME = loopback
export VERILOG_FILES = /design/flow/design.v
export SDC_FILE = /design/flow/constraint.sdc
export NUM_CORES = 4
export LEC_CHECK = 1
export CORE_UTILIZATION = 30
==> /design/flow/run.sh <==
#!/bin/bash
# OpenROAD 26Q1-2900-gdf79404cd8, Yosys 0.63+post, stock flow scripts
make -C /OpenROAD-flow-scripts/flow DESIGN_CONFIG=/design/flow/config.mk WORK_HOME=/design/flow/orfs finish
==> job_summary.md <==
### Yosys + OpenROAD results

| Metric | Value |
|---|---|
| Internal Power | 0.00116 W |
| TNS Setup | 0 ns |
| First-pass GRT wire length | 8640 um |
| Ys flops | 76 |
| Post-synth area hogs | dfxtp_1 31%, edfxtp_1 27%, nor2_1 3.7% |
| Initial antenna violation count | 0 |
| Core ar. | 9910 um2 |
| Switching Share | 0.218 |
| Max Fclk | 458 MHz |
| Max Slew Vio Count | 0 |
| RSZ-0062 raised after global routing | no |
| PwrDens | 427 nW/um2 |
| Largest net degree at the start of global routing | 17 |
| Final setup violation count | 0 |
| Switching power | 0.000323 W |
| Chip height | 104 um |
| Worst setup path class | register to register |
| Min-delay src | uart_rx1.d_meta |
| Clock Skew | 0.0131 ns |
| Async SR Flop Fraction | 0 |
| Tool warnings | 26 |
| Area delta synth->final | 11.8% |
| Latency at later pin | 0.35 ns |
| GP Congestion | 0.739 |
| Register share after synthesis | 0.580 |
| Final Hold Viols | 0 |
| Clk slew on worst S/H paths | 0.08 ns |
| Clock Power Share | 0.408 |
| Ports | 5 |
| Max stage delay on crit path | 0.69 ns |
| Vias per std cell | 4.62 |
| Setup Buffers After CTS | 0 |
| Layout cell share with drive strength beyond 1 | 0.112 |
| Slew Limit Headroom | 0.577 |
| Cell type with the largest total area | dfxtp_1 |
| Cts repair resizes | 0 |
| Overall routing resource usage | 0.0987 |
| Total leakage power | 1.15 nW |
| Buffers on Ports | 4 |
| Post-DP HPWL | 3140 um |
| Top-count cell post-synth | dfxtp_1 |
| # rows | 36 |
| Final global-route overflow total | 0 |
| Antenna cells | 0 |
| Number of global-route vias before repair | 1910 |
| Critical Path End Type | register |
| DRC Markers | 0 |
| Placement Setup Slack | 1.29 ns |
| Fp util | 0.314 |
| Sequential power share | 0.573 |
| Peak VDD IR | 0.000282 V |
| First-pass detailed-route iteration total | 5 |
| Slowest CP cell | dfxtp_1 |
| Yosys Chip Area | 3110 um2 |
| Flip-flops with a built-in enable | 28 |
| Clock Tree Root | clkbuf_8 |
| Hold Crit Class | register to register |
| Top FF cell, synth | dfxtp_1 |
| Clock buffer depth | 2 |
| Synth Instances | 282 |
| TritonCTS buffer count | 9 |
| TritonCTS sink count | 76 |
| Post-CTS Hold Buffers | 0 |
| Crit path buf inv count | 0 |
| WL/cell | 11.1 um |
| Routed vias | 1972 |
| Measured slew at the worst slew-check pin | 0.632 ns |
| Tmin final | 2.18 ns |
| Post-DRT Antenna Nets | 0 |
| Period utilization | 0.575 |
| Cell Type Count | 50 |
| DR iter-0 viols | 98 |
| Maxcap violations | 0 |
| Worst Setup Start Kind | register |
| Ys cells | 282 |
| Status | finished, final reports clean |
| Warning count from the yosys run | 2 |
| WP data arrival | 2.16 ns |
| Post-Syn Area | 3110 um2 |
| R2R Path Start | uart_rx1.oversampling_pulse |
| CP Max Fanout | 16 |
| Die Size | 10800 um2 |
| Mean area per synthesized cell | 11.0 um2 |
| CP cell instances | and4_1 -> nand2_1 -> nor2_1 |
| Comb power frac | 0.019 |
| CP required | 3.78 ns |
| Final setup margin | 1.62 ns |
| Critical Path Start | uart_rx1.oversampling_pulse |
| CP delay by family, top | simple AND/OR/NAND/NOR gates |
| Top cells by count, synth | 48 x dfxtp_1, 31 x nor2_1, 28 x edfxtp_1 |
| Final WL | 4720 um |
| H-tree lvl count | 3 |
| CTS tree | yes |
| Die Wd | 104 um |
| Fillers | 958 |
| Largest type area fraction | 0.309 |
per-stage QoR:
stage,hold WS [ns],power (W),instance area (um2),utilization,cells
2_1_floorplan,0.310,0.000889,3110,-,282
3_3_place_gp,0.311,0.000897,3280,0.331,411
3_5_place_dp,0.318,0.000898,3280,0.331,411
4_1_cts,0.337,0.00151,3470,0.350,427
5_1_grt,0.357,0.00154,3470,0.350,427
6_report,0.333,0.00148,3470,0.350,427
power groups by stage:
stage / logic, W / clock network [W] / registers (W)
CTS: 0.0000280 / 0.000627 / 0.000851
global route: 0.0000312 / 0.000658 / 0.000853
finish: 0.0000277 / 0.000605 / 0.000851
path summary, 6_finish.rpt:
path,endpoint,cells past startpoint,slack (ns)
max reg2reg,uart_rx1.rx_data[5],3,1.62
min,uart_rx1.input_bit,0,0.33
min reg2reg,uart_rx1.input_bit,0,0.33
max,uart_rx1.rx_data[5],3,1.62
routing by layer:
layer	GRT usage	share of wire	vias up
li1	-	-	1026
met1	0.147	0.51	901
met2	0.150	0.43	38
met3	0.0314	0.046	7
met4	0.0143	0.013	0
met5	0	0	-
state kept, by name, indices dropped and copies added (netlist names):
signal,flops
uart_rx1.oversampling_pulse,1
uart_rx1.rx_bit,1
uart_tx1.tx_pulse,1
uart_rx1.oversampling_clk_cnt,10
uart_tx1.uart_txstate,4
uart_rx1.o_data_vld,1
uart_rx1.uart_rx_state,4
uart_tx1.tx_bit_cnt,3
uart_tx1.o_tx,1
uart_rx1.oversample_cnt,4
uart_rx1.input_bit,1
uart_rx1.rx_bit_samples,3
uart_tx1.tx_data,8
uart_tx1.clk_cnt,14
uart_rx1.rx_bit_cnt,3
uart_rx1.d_meta,1
uart_rx1.o_rx_data,8
uart_rx1.rx_data,8
final cells by class:
| class | count | area (um2) | area share |
|---|---|---|---|
| well taps | 133 | 166 | 0.0479 |
| multi-input cells | 189 | 1230 | 0.354 |
| inverters | 8 | 30.0 | 0.00865 |
| clock buffers | 9 | 124 | 0.0357 |
| repair buffers | 5 | 47.5 | 0.0137 |
| clock inverters | 7 | 72.6 | 0.0209 |
| flip-flops and latches | 76 | 1800 | 0.519 |
cell usage in the layout (no fill, tap or decap), drive strengths merged, types with 2 or more instances in the layout:
cell,count
a21o,3
a21oi,9
a221o,2
a22oi,3
a31oi,2
and3,5
and3b,2
and4,5
clkbuf,9
clkdlybuf4s50,4
clkinv,3
dfxtp,48
edfxtp,28
ha,6
inv,10
mux2i,2
nand2,17
nand2b,4
nand3,10
nand3b,2
nand4,8
nor2,41
nor2b,7
nor3,6
nor4,2
o21ai,10
o32ai,2
or2,2
or3,3
xnor2,10
xor2,11
cell families after synthesis:
family,Yosys count,synth area share
and+or+nand+nor,118,0.209
DFF,76,0.580
AOI/OAI and AO/OA,40,0.0870
xor gates and xnor gates,21,0.0592
buffers and inverters,17,0.0242
adders and majority gates,7,0.0274
muxes,3,0.0137
Power figures rest on the tool's default switching activity, not on a simulated workload.
